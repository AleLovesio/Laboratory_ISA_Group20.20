==> flow/design.v <==
interface dut_if(input clk, rst);
    logic [23:0] A, B;
    logic [47:0] data;
    logic valid, ready;
    modport port_in (input clk, rst, A, B, valid, output ready);
    modport port_out (input clk, rst, output valid, data, ready);
endinterface
module adder(   input logic [31:0] A, B, 
                output logic [31:0] OUT );
    assign OUT = A + B;
endmodule: adder
==> flow/run.sh <==
#!/bin/bash
# OpenROAD 26Q1-2900-gdf79404cd8, Yosys 0.63+post, stock flow scripts
make -C /OpenROAD-flow-scripts/flow DESIGN_CONFIG=/design/flow/config.mk WORK_HOME=/design/flow/orfs finish
==> flow/config.mk <==
export PLATFORM = sky130hd
export DESIGN_NAME = adder
export DESIGN_NICKNAME = adder
export VERILOG_FILES = /design/flow/design.v
export SDC_FILE = /design/flow/constraint.sdc
export NUM_CORES = 4
export LEC_CHECK = 1
export CORE_AREA = 10 10 85 85
export DIE_AREA = 0 0 95 95
export SYNTH_HDL_FRONTEND = slang
==> flow/constraint.sdc <==
current_design adder

set clk_period 24.1
set clk_io_pct 0.2

create_clock -name clk0 -period $clk_period

set non_clock_inputs [all_inputs -no_clocks]
set_input_delay [expr $clk_period * $clk_io_pct] -clock clk0 $non_clock_inputs
set_output_delay [expr $clk_period * $clk_io_pct] -clock clk0 [all_outputs]
==> run notes <==
Notes on the flow outputs.

- The post-synthesis average cell area reads 7.237 µm².
- The combinational cell area excluding buffers and inverters is 1678 µm².
- The maximum fanout along the worst path is 4.
- The fraction of the core area occupied by cells at floorplan reads 31.87%.
- Summing over every cut layer, the via total after detailed routing is 2059.
- Looking at the critical path, the single cell with the biggest stage delay is sky130_fd_sc_hd__clkdlybuf4s50_1.
- The sum of routed wire length over all layers reads 5728 µm.
- The share of final-layout standard cells stronger than drive strength 1 is 3.067%.
- Summing over the stages, the warning tally comes to 32.
- The sequential cell area is 0 µm².
- Setup repair after global routing left no endpoint under its margin.
- The most numerous cell on the critical path is sky130_fd_sc_hd__clkdlybuf4s50_1.
- The global-route wire length before repair is between 9000 and 10000 µm.
- Buffers placed on the I/O ports in this run total 96.
- The synthesis run shows the most used standard cells to be sky130_fd_sc_hd__ha_1, sky130_fd_sc_hd__a21oi_1, sky130_fd_sc_hd__a21o_1.
- OpenROAD reports that the post-layout worst path occupies 52.23% of the period.
- The final count of negative-setup-slack endpoints is 0.
- The top cell type by instance count after synthesis is sky130_fd_sc_hd__ha_1.
- The per-cell routed wire length reads 14.39 µm.
- The detailed-router iteration count before antenna repair is 4.
- Listed in order, past its start point the critical path passes clkdlybuf4s50_1 -> ha_1 -> fa_1 -> a21o_1 -> a31o_2 -> nand3_1 -> o221ai_1 -> a311oi_1 -> o21bai_1 -> xor2_1 -> clkdlybuf4s50_1.
- The number of setup buffers added after CTS is 0.
- The worst vdd rail ir drop reads approximately 0.000012 V.
- The synthesized chip area reported by yosys is 1744 µm².
- The detail-routed via count per cell is between 5 and 6.
- The number of unique standard cell types used by synthesis reads 50.
- The fill cell total of the finished layout reads 560.
- The initial antenna violation count was 0.
- The upper clock frequency limit reads around 79 MHz.
- The number of DRC violations after detailed-routing iteration 0 reads 47.
- Counting the clock-network buffers in the layout gives 0.
- STA classifies the critical path endpoint as an output pin.
- Per the run report, area growth between synthesis and finish was 57.75%.
- The minimum setup slack in the final design is 11.51 ns.
- The total inserted antenna cells is 0.
- The arrival time at the worst endpoint is 7.77 ns.
- The setup total negative slack is 0 ns.
- The pin count of the biggest net entering global routing is 11.
- The worst relative slew slack is 63.02%.
- The area share of the largest cell type after synthesis reads ~22%.
- The final-report hold violation count is 0.
- The number of rows created at floorplan reads 27.
- The gate family responsible for the most delay along the worst path is AND-OR/OR-AND gates.
- In the global route stage, overall resource usage came out at between 10% and 20%.
- The peak per-stage delay on the critical path reads between 0.4 and 0.5 ns.
- Warnings reported by Yosys during synthesis add up to 0.
- The die outline height reads 95 µm.
- The number of design rule violations left after detail routing is 0.
- The count of hold-fix buffers inserted at cts is 0.
- The pin slew with the least headroom to its limit reads 0.5407 ns.
- The die extent in x reads 95 µm.
- The sequential share of the synthesized area is 0%.
- The main area contributors are sky130_fd_sc_hd__ha_1, sky130_fd_sc_hd__a21oi_1, sky130_fd_sc_hd__a21o_1.
- At the placement stage, the worst setup path has a slack of 11.50 ns.
- The combined buffer and inverter count along the critical path reads 2.
- The critical path endpoint has a required time of just under 20 ns.
- The half-perimeter wire length after placement reads 5045 µm.
- The flow ran to the end, and the final reports show no timing, DRC or antenna violations.
- The minimum clock period after layout is approximately 13 ns.
- The synthesized instance count is approximately 240.
- The path type of the worst setup path reads in2out.
- The number of flip-flops and latches is 0.
- The total of max-cap violations reads 0.
- The flow reported a cell area power density of 28.96 nW/µm².
- The worst setup path is launched from an input port.
- The design draws 0.07967 mW.
- Summing every instance area after synthesis gives 1744 µm².
- The type of the most critical hold path reads in2out.
- During I/O placement, the number of pins put on the boundary was ~96.
- The floorplan die area reads 9025 µm².
- The area of the core region is 5473 µm².
- The final-report max-slew violation count is 0.
- The tally of nets with antenna violations remaining after routing is 0.
- The leakage component of the power was reported as roughly 1.2 nW.
- At the end of the flow the core is filled with cells to 50.27%.
- The library cell occupying the most area in the post-synthesis netlist is sky130_fd_sc_hd__ha_1.
- The number of gates resized after CTS reads 0.
- The via count of the first global-routing pass is 2001.
- The yosys cell count is 241.
- The total congestion overflow after global routing is 0.
- The final weighted congestion in routability-driven placement reads 0.9244.
- The final-layout worst hold slack is 10.67 ns.
stage by stage:
step,cell area [µm²],instances
2_1_floorplan,1744,241
3_3_place_gp,2751,398
3_5_place_dp,2751,398
4_1_cts,2751,398
5_1_grt,2751,398
6_report,2751,398
layout by cell type (no fill, tap or decap), types with 2 or more instances in the layout:
cell type	instances
sky130_fd_sc_hd__nand2_1	18
sky130_fd_sc_hd__nand2b_1	2
sky130_fd_sc_hd__xor2_1	15
sky130_fd_sc_hd__nor2_1	12
sky130_fd_sc_hd__o21ai_0	13
sky130_fd_sc_hd__nand3_1	10
sky130_fd_sc_hd__o21a_1	2
sky130_fd_sc_hd__a21oi_1	29
sky130_fd_sc_hd__a211oi_1	3
sky130_fd_sc_hd__or2_2	3
sky130_fd_sc_hd__xnor2_1	13
sky130_fd_sc_hd__a21o_1	19
sky130_fd_sc_hd__nor3_1	4
sky130_fd_sc_hd__o311ai_1	2
sky130_fd_sc_hd__o211ai_1	3
sky130_fd_sc_hd__o221ai_1	2
sky130_fd_sc_hd__inv_1	6
sky130_fd_sc_hd__a311oi_1	2
sky130_fd_sc_hd__clkdlybuf4s50_1	96
sky130_fd_sc_hd__ha_1	31
sky130_fd_sc_hd__a31oi_1	3
sky130_fd_sc_hd__mux2i_1	2
sky130_fd_sc_hd__o21bai_1	4
sky130_fd_sc_hd__nand4_1	8
power by group:
part	switching, mW	internal, mW
logic	0.0314	0.0482
clock network	0	0
registers	0	0
total	0.0314	0.0482
cell families (layout without fill, tap and decap cells):
logic type               after synthesis  in the layout  synth area share, %
multiplexers                           2              2                1.148
buffers and inverters                 17            102                3.802
AND-OR/OR-AND                         97             97                39.31
XOR/XNOR                              28             28                14.06
AND/OR/NAND/NOR                       65             65                18.29
adder cells (fa/ha/maj)               32             32                23.39
layer usage:
metal  share of wire, %  vias up  global-route usage [%]
met1                 47      896                   16.63
met4               0.38        0                  0.6234
met3                8.7        2                   2.885
met2                 43       62                   20.48
met5                  0        -                       0
li1                   -     1099                       -
cell type report:
class | instances | area share, %
multi-input combinational | 224 | 60.98
inverter | 6 | 0.8186
timing repair buffer | 96 | 34.92
tap | 72 | 3.274
path summary, 6_finish.rpt:
path,endpoint,slack [ns],from,cells past startpoint
hold / removal,OUT[0],10.67,B[0],3
setup / recovery,OUT[26],11.51,A[0],11
Power is estimated from default activity; no workload was simulated.
